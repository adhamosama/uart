==> design/flow/design.v <==
`timescale 1ns / 1ps
module UART_Rx(
	input data_in,
	input clk,
	output reg done,
	output reg [7:0] data_out
    );
parameter CLKs_per_bit = 2;
parameter IDLE = 3'b000;
parameter START_BIT = 3'b001;
parameter DATA_BITS = 3'b010;
parameter STOP_BIT = 3'b011;
parameter PARITY_BIT = 3'b100;
parameter FINISHED = 3'b101;
reg [2:0] current_state = IDLE;
reg [7:0] data_received;
reg [7:0] number_of_clks;
reg [2:0] bit_index;
always @(posedge clk)
begin
	case (current_state)
		IDLE: begin
			done <= 0;
			if(data_in == 1'b0) begin
				current_state <= START_BIT;
				data_received <= 8'b00000000;
				number_of_clks <= 0;
			end
			else begin
				current_state <= IDLE;
			end
		end
		START_BIT: begin
			if (number_of_clks < CLKs_per_bit - 2) begin
				if (data_in == 1'b0) begin
					number_of_clks <= number_of_clks + 1;
					current_state <= START_BIT;
				end
				else begin
					current_state <= IDLE;
				end
			end
			else begin
				if (data_in == 1'b0) begin
					current_state <= DATA_BITS;
					number_of_clks <= 0;
					bit_index <= 0;
				end
				else begin
					current_state <= IDLE;
				end
			end
		end
		DATA_BITS: begin
			if (number_of_clks < CLKs_per_bit - 1) begin
				number_of_clks <= number_of_clks + 1;
				current_state <= DATA_BITS;
			end
			else begin
				data_received[bit_index] <= data_in;
				number_of_clks <= 0;
				if (bit_index < 7) begin
					bit_index <= bit_index + 1;
					current_state <= DATA_BITS;
				end
				else begin
					current_state <= STOP_BIT;
				end	
			end
		end
		STOP_BIT: begin
			if (number_of_clks < CLKs_per_bit - 2) begin
				if (data_in == 1'b1) begin
					number_of_clks <= number_of_clks + 1;
					current_state <= STOP_BIT;
				end
				else begin
					current_state <= IDLE;
				end
			end
			else begin
				current_state <= PARITY_BIT;
				number_of_clks <= 0;
			end
		end
		PARITY_BIT: begin
		if (number_of_clks < CLKs_per_bit - 2) begin
				if (data_in == parity) begin
					number_of_clks <= number_of_clks + 1;
					current_state <= PARITY_BIT;
				end
				else begin
					current_state <= IDLE;
				end
			end
			else begin
				current_state <= FINISHED;
				data_out <= data_received;
				done <= 1;
			end
		end
		FINISHED: begin
			current_state <= IDLE;
		end
		default: begin
			current_state <= IDLE;
		end
	endcase
end
assign parity = ~^data_received;
endmodule
==> design/flow/run.sh <==
#!/bin/bash
# OpenROAD 26Q1-2900-gdf79404cd8, Yosys 0.63+post, stock flow scripts
make -C /OpenROAD-flow-scripts/flow DESIGN_CONFIG=/design/flow/config.mk WORK_HOME=/design/flow/orfs finish
==> design/flow/constraint.sdc <==
current_design UART_Rx

set clk_period 3.3
set clk_io_pct 0.2

create_clock -name clk0 -period $clk_period [get_ports {clk}]

set non_clock_inputs [all_inputs -no_clocks]
set_input_delay [expr $clk_period * $clk_io_pct] -clock clk0 $non_clock_inputs
set_output_delay [expr $clk_period * $clk_io_pct] -clock clk0 [all_outputs]
==> design/flow/config.mk <==
export PLATFORM = sky130hd
export DESIGN_NAME = UART_Rx
export DESIGN_NICKNAME = UART_Rx
export VERILOG_FILES = /design/flow/design.v
export SDC_FILE = /design/flow/constraint.sdc
export NUM_CORES = 4
export LEC_CHECK = 1
export CORE_AREA = 10 10 95 95
export DIE_AREA = 0 0 105 105
==> metrics.txt <==
# HELP chip_impl_metric Physical implementation figures
# TYPE chip_impl_metric gauge
chip_impl_metric{name="portion_of_total_power_attributed_to_the_clock_network",unit="%"} 19.3
chip_impl_info{name="path_cells",value="inv_1, ha_1, xnor2_1, a21boi_1, o21a_1"} 1
chip_impl_info{name="rsz0062_at_grt",value="false"} 1
chip_impl_metric{name="yosysWarnings",unit=""} 2
chip_impl_metric{name="syn_area_per_cell",unit="um^2"} 12.31
chip_impl_info{name="critical_path.startpoint_type",value="register"} 1
chip_impl_metric{name="seq_total_area_yosys",unit="%"} 62.55
chip_impl_metric{name="postLayoutCoreUtil",unit="%"} 25.20
chip_impl_info{name="critical-path-slowest-cell",value="sky130_fd_sc_hd__edfxtp_1"} 1
chip_impl_metric{name="drive_gt1_share",unit="%"} 5.926
chip_impl_info{name="timing.hold.worst.class",value="reg2reg"} 1
chip_impl_metric{name="post_synth_inst_count",unit=""} 117
chip_impl_metric{name="chip_area",unit="um^2"} 11030
chip_impl_metric{name="critPathRequiredTime",unit="ps"} 3330
chip_impl_metric{name="timing.fmax",unit="MHz"} 482.7
chip_impl_metric{name="globalRoute.totalOverflow",unit=""} 0
chip_impl_metric{name="cts_resized",unit=""} 0
chip_impl_metric{name="post_cts_buffers",unit=""} 0
chip_impl_metric{name="cts.clk_slew.worst_paths",unit="ps"} 60
chip_impl_metric{name="timing.final.crit_share",unit="%"} 62.77
chip_impl_metric{name="track_usage",unit="%"} 4.151
chip_impl_info{name="setup_crit_end_kind",value="register"} 1
chip_impl_metric{name="combinational_area",unit="um^2"} 496.7
chip_impl_metric{name="final.setup.worst_slack",unit="ps"} 1229
chip_impl_metric{name="report.final.setup_viol",unit=""} 0
chip_impl_metric{name="grt_antenna_before_repair",unit=""} 0
chip_impl_metric{name="dieWidth",unit="um"} 105
chip_impl_metric{name="p_comb_share",unit="%"} 30.0
chip_impl_metric{name="gpl.final_weighted_congestion",unit=""} 0.8134
chip_impl_metric{name="cts-hold-fix-buffers",unit=""} 0
chip_impl_metric{name="place_hpwl",unit="um"} 1637
chip_impl_metric{name="cts_num_sinks",unit=""} 31
chip_impl_metric{name="drt_pre_antenna_iters",unit=""} 4
chip_impl_metric{name="place.port_buffers",unit=""} 10
chip_impl_metric{name="number_of_storage_elements_in_the_synthesis_netlist",unit=""} 31
chip_impl_metric{name="ys_types",unit=""} 31
chip_impl_metric{name="slew_limit_headroom",unit="%"} 63.73
chip_impl_metric{name="clockBufferDepth",unit=""} 2
chip_impl_metric{name="first_pass_grt_wire_length",unit="um"} 3884
chip_impl_metric{name="critical_path_max_stage_delay",unit="ps"} 570
chip_impl_metric{name="cts_made_buffers",unit=""} 5
chip_impl_metric{name="largest_fanout_on_the_critical_path",unit=""} 12
chip_impl_info{name="tritoncts",value="built"} 1
chip_impl_metric{name="stdcell_area",unit="um^2"} 1740
chip_impl_metric{name="grt_max_degree",unit=""} 13
chip_impl_metric{name="worst_ir_drop_vdd",unit="mV"} 0.1845
chip_impl_info{name="run_status",value="finished clean"} 1
chip_impl_metric{name="power_leakage",unit="nW"} 0.6143
chip_impl_metric{name="grt_pass1_vias",unit=""} 814
chip_impl_metric{name="ys_cells",unit=""} 117
chip_impl_metric{name="drv.max_cap_violation_count",unit=""} 0
chip_impl_info{name="timing_worst_setup_path_type",value="reg2reg"} 1
chip_impl_metric{name="dpl_worst_slack",unit="ps"} 1096
chip_impl_metric{name="die.size.y",unit="um"} 105
chip_impl_metric{name="power.share.sequential",unit="%"} 50.7
chip_impl_metric{name="htreeDepth",unit=""} 2
chip_impl_metric{name="filler_cell_count",unit=""} 729
chip_impl_metric{name="net_sw_share",unit="%"} 33.77
chip_impl_metric{name="period_needed",unit="ps"} 2071
chip_impl_metric{name="fp_util",unit="%"} 20.85
chip_impl_metric{name="internal-power",unit="uW"} 957.0
chip_impl_metric{name="warnings",unit=""} 30
chip_impl_metric{name="routed_wl",unit="um"} 2292
chip_impl_metric{name="detail_route.wl_per_cell",unit="um"} 9.922
chip_impl_metric{name="timing_max_transition_violations_final",unit=""} 0
chip_impl_metric{name="antenna_cells",unit=""} 0
chip_impl_metric{name="worst_pin_slew",unit="ps"} 540.2
chip_impl_metric{name="p_sw",unit="uW"} 488.0
chip_impl_metric{name="flip_flop_and_latch_area",unit="um^2"} 900.9
chip_impl_metric{name="insertion_delay",unit="ps"} 270
chip_impl_metric{name="fin_worst_skew",unit="ps"} 2.190
chip_impl_metric{name="dr.first_iter.drc_count",unit=""} 52
chip_impl_info{name="clk_root_buffer_cell",value="sky130_fd_sc_hd__clkbuf_8"} 1
chip_impl_metric{name="hold_viol_final",unit=""} 0
chip_impl_metric{name="ys_chip_area",unit="um^2"} 1440
chip_impl_metric{name="rows",unit=""} 30
chip_impl_metric{name="dpl-instance-area",unit="um^2"} 1659
chip_impl_metric{name="boundaryPins",unit=""} 11
chip_impl_metric{name="fin_setup_tns",unit="ps"} 0
chip_impl_metric{name="core_area",unit="um^2"} 6907
chip_impl_metric{name="drc_errors",unit=""} 0
chip_impl_metric{name="area_delta_synth_final",unit="%"} 20.85
chip_impl_metric{name="powerDensity",unit="nW/um^2"} 830.2
chip_impl_metric{name="mappedNetlistArea",unit="um^2"} 1440
chip_impl_metric{name="worst-endpoint-arrival",unit="ps"} 2100
chip_impl_metric{name="total_number_of_vias",unit=""} 900
chip_impl_metric{name="detail_route.vias_per_cell",unit=""} 3.896
chip_impl_metric{name="final_antenna_net_count",unit=""} 0
[synth_stat cells]
cell type,n,area share [%]
sky130_fd_sc_hd__edfxtp_1,28,58
sky130_fd_sc_hd__nor2_1,11,2.9
sky130_fd_sc_hd__inv_1,9,2.3
sky130_fd_sc_hd__a21oi_1,7,2.4
sky130_fd_sc_hd__ha_1,7,6.1
sky130_fd_sc_hd__nand2_1,6,1.6
sky130_fd_sc_hd__and2_1,4,1.7
sky130_fd_sc_hd__buf_2,4,1.4
sky130_fd_sc_hd__xnor2_1,4,2.4
sky130_fd_sc_hd__dfxtp_1,3,4.2
sky130_fd_sc_hd__nand2b_1,3,1.3
sky130_fd_sc_hd__nand4_1,3,1.3
sky130_fd_sc_hd__o21ai_1,3,1.0
sky130_fd_sc_hd__a211oi_1,2,1.0
sky130_fd_sc_hd__a21boi_1,2,1.0
sky130_fd_sc_hd__nand3_1,2,0.70
sky130_fd_sc_hd__nor4_1,2,0.87
sky130_fd_sc_hd__nor4b_1,2,1.2
sky130_fd_sc_hd__o21a_1,2,1.0
sky130_fd_sc_hd__o21ai_0,2,0.70
sky130_fd_sc_hd__a211o_1,1,0.61
sky130_fd_sc_hd__a31o_1,1,0.61
sky130_fd_sc_hd__and3b_1,1,0.61
sky130_fd_sc_hd__clkbuf_1,1,0.26
sky130_fd_sc_hd__conb_1,1,0.26
sky130_fd_sc_hd__mux2i_1,1,0.70
sky130_fd_sc_hd__nand3b_1,1,0.52
sky130_fd_sc_hd__nor3_1,1,0.35
sky130_fd_sc_hd__nor3b_1,1,0.52
sky130_fd_sc_hd__nor3b_4,1,1.3
sky130_fd_sc_hd__xor2_1,1,0.61
[layout by cell type, fill, tap and decap left out, types with 3 or more instances in the layout]
cell / instances
sky130_fd_sc_hd__a21oi_1: 7
sky130_fd_sc_hd__and2_1: 4
sky130_fd_sc_hd__clkbuf_8: 5
sky130_fd_sc_hd__clkdlybuf4s50_1: 10
sky130_fd_sc_hd__conb_1: 5
sky130_fd_sc_hd__dfxtp_1: 3
sky130_fd_sc_hd__edfxtp_1: 28
sky130_fd_sc_hd__ha_1: 7
sky130_fd_sc_hd__inv_1: 9
sky130_fd_sc_hd__nand2_1: 6
sky130_fd_sc_hd__nand2b_1: 3
sky130_fd_sc_hd__nand4_1: 3
sky130_fd_sc_hd__nor2_1: 11
sky130_fd_sc_hd__o21ai_1: 3
sky130_fd_sc_hd__xnor2_1: 4
[routing by layer]
layer / GRT usage, % / wire (um) / vias up
met5: 0 / 0 / -
met3: 2.174 / 202 / 4
met2: 6.005 / 970 / 24
met4: 0.8824 / 29 / 0
met1: 5.456 / 1090 / 428
li1: - / - / 444
[state kept, by name, indices dropped and copies added (netlist names)]
register	cells
data_out	8
data_received	8
number_of_clks	8
bit_index	3
current_state	3
done	1
[metrics by stage]
stage               hold slack [ps]  cells  power [mW]
floorplan                     419.5    121       1.029
global placement              437.8    223       1.170
detailed placement            435.9    223       1.176
CTS                           451.2    231       1.455
global route                  453.5    231       1.543
finish                        449.1    231       1.445
[cell type report]
class	count	share of cell area (%)
inverter	9	1.941
clock inverter	1	0.2876
multi-input combinational	76	28.54
sequential	31	51.76
clock buffer	7	4.385
timing repair buffer	11	6.183
tap	96	6.901
[final timing paths]
path                                    end  slack (ps)                      startpoint  depth (start not counted)
max          data_received[2]$_SDFFCE_PP0P_        1230      bit_index[0]$_SDFFCE_PP0P_                          5
min                   data_out[5]$_DFFE_PP_         450  data_received[5]$_SDFFCE_PP0P_                          0
max reg2reg  data_received[2]$_SDFFCE_PP0P_        1230      bit_index[0]$_SDFFCE_PP0P_                          5
min reg2reg           data_out[5]$_DFFE_PP_         450  data_received[5]$_SDFFCE_PP0P_                          0
[power by group through the flow]
stage / Clock (mW) / Combinational (mW) / Sequential, mW
after CTS: 0.285 / 0.437 / 0.734
final: 0.279 / 0.434 / 0.732
after global routing: 0.302 / 0.484 / 0.757
[logic make-up (layout without fill, tap and decap cells)]
family                     Yosys count  in the layout  share of synthesized area [%]
DFF                                 31             31                          62.55
muxes                                1              1                         0.6951
other                                1              5                         0.2604
AOI/OAI and AO/OA                   20             20                          8.513
adders and majority gates            7              7                          6.081
xor gates and xnor gates             5              5                          3.041
and+or+nand+nor                     38             38                          14.86
buffers and inverters               14             28                          3.996
[worst max-delay path, delay by kind of cell (launching register included)]
kind	cells	cell delay [ps]
buffers and inverters	1	120
adder cells (fa/ha/maj)	1	300
AND-OR/OR-AND	2	340
XOR/XNOR	1	490
flip-flops	1	570
Power and IR drop assume default switching activity.

File: flow/run.sh
#!/bin/bash
# OpenROAD 26Q1-2900-gdf79404cd8, Yosys 0.63+post, stock flow scripts
make -C /OpenROAD-flow-scripts/flow DESIGN_CONFIG=/design/flow/config.mk WORK_HOME=/design/flow/orfs finish
File: flow/config.mk
export PLATFORM = sky130hd
export DESIGN_NAME = UART_Tx
export DESIGN_NICKNAME = UART_Tx
export VERILOG_FILES = /design/flow/design.v
export SDC_FILE = /design/flow/constraint.sdc
export NUM_CORES = 4
export LEC_CHECK = 1
export CORE_AREA = 10 10 100 100
export DIE_AREA = 0 0 110 110
File: flow/constraint.sdc
current_design UART_Tx

set clk_period 3.1
set clk_io_pct 0.2

create_clock -name clk0 -period $clk_period [get_ports {clk}]

set non_clock_inputs [all_inputs -no_clocks]
set_input_delay [expr $clk_period * $clk_io_pct] -clock clk0 $non_clock_inputs
set_output_delay [expr $clk_period * $clk_io_pct] -clock clk0 [all_outputs]
File: flow/design.v
`timescale 1ns / 1ps
module UART_Tx(
    input [7:0] data_in,
	 input start_sending,
	 input clk,
	 output reg data_out,
	 output reg busy,
	 output reg done);
parameter CLKs_per_bit = 2;
parameter IDLE = 3'b000;
parameter START_BIT = 3'b001;
parameter DATA_BITS = 3'b010;
parameter STOP_BIT = 3'b011;
parameter PARITY_BIT = 3'b100;
parameter FINISHED = 3'b101;
wire parity;
reg [2:0] current_state = IDLE;
reg [7:0] data_to_send;
reg [7:0] number_of_clks;
reg [2:0] bit_index;
always @ (posedge clk)
begin
	case (current_state) 
		IDLE: begin
			data_out <= 1;
			done <= 0;
			if ( start_sending == 1'b1 )begin
				current_state <= START_BIT;
				busy <= 1;
				data_to_send <= data_in;
				number_of_clks <= 0;
			end
			else begin
				busy <= 0;
				current_state <= IDLE;
			end
		end
		START_BIT: begin
			data_out <= 0;
			if (number_of_clks < CLKs_per_bit - 1) begin
				number_of_clks <= number_of_clks + 1;
				current_state <= START_BIT;
			end
			else begin
			current_state <= DATA_BITS;
			number_of_clks <= 0;
			bit_index <= 0;
			end
		end
		DATA_BITS: begin
			data_out <= data_to_send[bit_index];
			if (number_of_clks < CLKs_per_bit - 1) begin
				number_of_clks <= number_of_clks + 1;
				current_state <= DATA_BITS;
			end
			else begin
				number_of_clks <= 0;
				if (bit_index < 7) begin
					bit_index <= bit_index + 1;
					current_state <= DATA_BITS;
				end
				else begin
					current_state <= STOP_BIT;
				end	
			end
		end
		STOP_BIT: begin
			data_out <= 1;
			if (number_of_clks < CLKs_per_bit - 1) begin
				number_of_clks <= number_of_clks + 1;
				current_state <= STOP_BIT;
			end
			else begin
			current_state <= PARITY_BIT;
			number_of_clks <= 0;
			busy <= 0;
			done <= 0;
			end
		end
		PARITY_BIT: begin
			data_out <= parity;
			if (number_of_clks < CLKs_per_bit - 1) begin
				number_of_clks <= number_of_clks + 1;
				current_state <= PARITY_BIT;
			end
			else begin
			current_state <= FINISHED;
			number_of_clks <= 0;
			busy <= 0;
			done <= 1;
			end
		end
		FINISHED: begin
			current_state <= IDLE;
			busy <= 0;
			done <= 1;
		end
		default: begin
			current_state <= IDLE;
		end
	endcase
end
assign parity = ~^data_to_send; 
endmodule
==> flow_metrics.tcl <==
# place-and-route summary
set metrics [dict create \
    tool_warnings 26 \
    required_ps 3120 \
    dpl_worst_slack_ps 986 \
    clk_latency_ps 260 \
    cp_slowest_cell "edfxtp_1" \
    cp-end-kind "flip-flop" \
    ys_top_cells_by_area "edfxtp_1 55%, xnor2_1 6.6%, dfxtp_1 5.0%" \
    finalMaxSlewViolations 0 \
    vias_per_cell 3.21 \
    cp_top_family "simple AND/OR/NAND/NOR gates" \
    max_freq_mhz 552 \
    fin_setup_tns_ps 0 \
    drive_above_1_share_pct 7.55 \
    startpoint_type "flip-flop" \
    cts_tree "done" \
    cts.path.max_buffers 2 \
    crit_type "flip-flop to flip-flop" \
    initCoreUtil_pct 15.3 \
    vias 667 \
    yosysMostFrequentCell "edfxtp_1" \
    grt_pass1_wl_um 2910 \
    fill_cells 824 \
    numPortBuffers 12 \
    drc 0 \
    ys_cells 90 \
    status "finished clean" \
    hold_buffers 0 \
    cap_violations 0 \
    pwr_density_cell_nw_per_um2 881 \
    pin_count 13 \
    p_leak_nw 0.507 \
    synth_cells 90 \
    p_total_w 0.00131 \
    dr.pass1.iters 4 \
    cts-buffers-inserted 3 \
    hold_class "flip-flop to flip-flop" \
    yosys_area_um2 1190 \
    ant_nets 0 \
    grt.total_usage_pct 2.94 \
    wl_per_cell_um 8.73 \
    largest_area_cell "edfxtp_1" \
    ys.flops 25 \
    relSlewSlack_pct 57.0 \
    async_flop_share_pct 0 \
    rr_startpoint "number_of_clks[0]" \
    cts_sinks 25 \
    fin_ws_ps 1290 \
    ctsResizeCount 0 \
    rsz0062_at_grt "no" \
    hpwl_um 1410 \
    antenna_found_initial 0 \
    wl_um 1820 \
    slowest_delay_ps 420 \
    arrival_ps 1840 \
    ys_seq_share_pct 60.4 \
    min_period_ps 1810 \
    worst_pin_slew_ps 642 \
    comb_area_um2 454 \
    peakVddDrop_uv 253 \
    syn-cell-area_um2 1190 \
    hold_viol 0 \
    cp_max_fo 7 \
    drt_iter0_markers 51 \
    die_y_um 110 \
    final.period_utilization_pct 58.5 \
    rows 32 \
    cts-root-buf "clkbuf_8" \
    coreArea_um2 7810 \
    flop_area_um2 721 \
    gp_congestion 0.783 \
    crit_chain "inv_1 -> ha_1 -> nor4b_2 -> and2_1 -> nor3_1 -> a211o_1" \
    num_antenna_cells 0 \
    cp-startpoint "number_of_clks[0]" \
    grt-ovfl-total 0 \
    grt_max_degree 17 \
    synth-edff-count 22 \
    syn_area_per_cell_um2 13.2 \
    clkTransAtPathRegs_ps 80 \
    hp-start "number_of_clks[0]" \
    htreeDepth 1 \
    common_cells "22 x edfxtp_1, 9 x xnor2_1, 7 x nor2_1" \
    first_global_vias 659 \
    die_area_um2 12100 \
    yosysWarnings 1 \
    critPathBufInv 1 \
    ys_types 31 \
    flop_cell "edfxtp_1" \
    postCtsSetupBuffers 0 \
    netlist.area_leader.share_pct 55.4 \
    setup_violations 0 \
    fin_util_pct 19.0 \
    die_w_um 110 \
    fin_skew_ps 1.65 \
    area_growth_syn_to_layout_pct 24.3 \
]
where the power goes:
group	leakage, nW	internal [W]	total (W)	switching, W
clock network	0.0228	0.0000915	0.000181	0.0000895
registers	0.243	0.000542	0.000661	0.000120
logic	0.241	0.000255	0.000464	0.000209
metrics by stage:
step                cell area [µm²]  hold WS [ps]  std cells
floorplan                      1210           561         94
global placement               1440           586        204
detailed placement             1440           586        204
CTS                            1480           598        208
global route                   1480           625        208
finish                         1480           595        208
cell families (layout without fill, tap and decap cells):
kind of cell	after synthesis	after routing	synth area share [%]
AOI/OAI and AO/OA	11	11	6.30
xor gates and xnor gates	10	10	7.35
adders and majority gates	3	3	3.15
buffers and inverters	8	20	2.73
DFF	25	25	60.4
muxes	4	4	6.30
other	1	5	0.314
and+or+nand+nor	28	28	13.4
layout make-up:
type                            instances  area share, %
Inverter                                4           1.01
Clock buffer                            4           3.04
Sequential cell                        25           48.6
Timing Repair Buffer                   12           8.10
Multi-Input combinational cell         61           30.6
Tap cell                              102           8.61
final timing paths:
kind / cells after the start / slack (ps) / to
hold / removal: 1 / 600 / number_of_clks[0]
setup / recovery: 6 / 1290 / done
hold reg to reg: 1 / 600 / number_of_clks[0]
setup reg to reg: 6 / 1290 / done
placed cells by master (no fill, tap or decap):
master	count
conb_1	5
mux2_2	2
nor3b_1	1
clkbuf_1	1
a211oi_1	1
a21o_1	1
xnor2_1	9
nand2b_4	1
xor2_1	1
mux4_1	2
a211o_1	2
or2_2	1
clkbuf_8	3
clkdlybuf4s50_1	12
o21a_1	1
inv_1	4
nor2_1	7
and2_1	1
nand2_1	3
or3_1	1
nor3_1	5
edfxtp_1	22
dfxtp_1	3
o211ai_1	1
a21oi_1	3
a21boi_0	1
or4_1	1
o21ai_1	1
nor4b_2	1
nand3_1	2
ha_1	3
nor2b_1	4
layer usage:
layer	wire [µm]	vias to the layer above	global-route usage [%]	part of all wire, %
met4	40	0	0.836	2.2
li1	-	351	-	-
met2	797	14	4.28	44
met5	0	-	0	0
met3	119	2	1.35	6.6
met1	858	300	3.87	47
flip-flops by register name (all words and copies together) (netlist names):
| register | cells |
|---|---|
| data_to_send | 8 |
| done | 1 |
| bit_index | 3 |
| data_out | 1 |
| busy | 1 |
| number_of_clks | 8 |
| current_state | 3 |
Power and IR drop assume default switching activity.
